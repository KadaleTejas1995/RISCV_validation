==> design/flow/config.mk <==
export PLATFORM = sky130hd
export DESIGN_NAME = driver
export DESIGN_NICKNAME = driver
export VERILOG_FILES = /design/flow/design.v
export SDC_FILE = /design/flow/constraint.sdc
export NUM_CORES = 4
export LEC_CHECK = 1
export CORE_UTILIZATION = 50
==> design/flow/constraint.sdc <==
current_design driver

set clk_period 8.6
set clk_io_pct 0.2

create_clock -name clk0 -period $clk_period [get_ports {clk}]

set non_clock_inputs [all_inputs -no_clocks]
set_input_delay [expr $clk_period * $clk_io_pct] -clock clk0 $non_clock_inputs
set_output_delay [expr $clk_period * $clk_io_pct] -clock clk0 [all_outputs]
==> design/flow/design.v <==
`timescale 1ns / 1ps
module driver( 
input clk,
input [31:0] instruction,  
input [1:0]core_sel ,    
input reset,  
input [31:0] input_output_write_data,  
input [31:0] output_addr_data , 
input pc_ready ,  
output reg  output_write_data_pass,  
output reg  output_addr_data_pass,  
output reg [15:0] output_mem_addr, 
output reg [31:0] output_mem_wdata , 
output reg [3:0] output_wstrb,  
output reg pc_valid,
output reg pc_instr,
input [15:0] mem_addr,  
input [31:0] mem_wdata , 
input [3:0] wstrb ,  
input mem_instr ,   
input mem_valid ,  
output reg [31:0] mem_rdata ,  
output reg mem_ready ,  
output reg chip_reset,  
output  [1:0]chip_core  
    );
   reg [31:0] opcode_pc2driver;  
   reg [31:0] i_o_wdata_pc2driver;  
   reg [31:0] i_o_addr_pc2driver;  
    reg [15:0] mem_addr_risc2driver;
    reg [31:0] mem_wdata_risc2driver;
    reg [3:0] wstrb_risc2driver; 
    reg mem_instr_risc2driver;
    reg [3:0] state; 
    reg [3:0] next_state; 
    parameter idle = 0000; 
    parameter write = 0001;
    parameter busy1 = 0010;
    parameter busy2= 0100; 
    parameter idle2 = 0011;
    assign chip_core = core_sel; 
    always@(posedge clk) begin 
    if(reset) begin 
    state <= idle;
    end
    else 
    begin 
    state <= next_state;
    end
    end
    always@(posedge clk) begin 
    case(state)
    idle : begin 
           next_state <= idle2;
          end
    idle2 : begin 
            if(mem_valid) begin
            next_state <= write; 
            end
            else begin 
            next_state <= idle2;
            end
            end
    write :begin 
           if(!mem_valid) begin 
           next_state <= busy1;
           end
           else begin 
           next_state <= write;
           end 
           end
    busy1 : begin
           if(!mem_valid) begin  
           next_state <= busy2;
           end
           else begin 
           next_state <= write; 
           end
           end
    busy2: begin
           if(!mem_valid) begin  
           next_state <= busy2;
           end
            else begin 
            next_state <= write;
            end
           end
    default : begin 
            next_state <= idle;
    end
    endcase
    end
    always@(posedge clk) begin  
    case(state) 
    idle : begin 
    chip_reset <= 1;
    mem_rdata <=0;
    mem_ready <=0 ;
    mem_addr_risc2driver <= 0;
    mem_wdata_risc2driver <=0;
    wstrb_risc2driver<=0; 
    mem_instr_risc2driver <=0; 
    pc_valid <= 0 ; 
    opcode_pc2driver <= 0 ;
    i_o_wdata_pc2driver <= 0 ;
    i_o_addr_pc2driver <= 0 ;
    output_mem_addr <= 0 ; 
    output_mem_wdata <= 0 ;
    output_addr_data_pass <= 0; 
    output_write_data_pass <=0;
    pc_instr <=0;
    output_wstrb <= 0;
           end
    idle2 :begin 
    chip_reset <= 0;
    pc_valid <= 1;
    end
    write : begin 
           mem_rdata <= opcode_pc2driver; 
           mem_ready <=1 ; 
           mem_addr_risc2driver <=mem_addr; 
           mem_wdata_risc2driver <=mem_wdata; 
           wstrb_risc2driver <= wstrb; 
           mem_instr_risc2driver <= mem_instr;  
           pc_valid <=1 ;  
           end
    busy1: begin 
           opcode_pc2driver <= instruction; 
           mem_ready <= 0;  
           i_o_wdata_pc2driver<=input_output_write_data;
           i_o_addr_pc2driver <=output_addr_data;
           output_mem_addr <=mem_addr_risc2driver;
           output_mem_wdata <= mem_wdata_risc2driver;
            output_wstrb <= wstrb_risc2driver ;
           if(mem_addr_risc2driver ==i_o_addr_pc2driver) begin 
           output_addr_data_pass <=1;
           end
           else begin 
            output_addr_data_pass <=0;
           end
           if(mem_wdata_risc2driver==i_o_wdata_pc2driver) begin
           output_write_data_pass <=1 ;
           end
           else begin 
           output_write_data_pass <=0 ;
           end 
           pc_instr <= mem_instr_risc2driver; 
           pc_valid <= 0 ; 
           end
    busy2: begin 
    opcode_pc2driver <= opcode_pc2driver; 
           mem_ready <= mem_ready ;  
           i_o_wdata_pc2driver<=i_o_wdata_pc2driver;
           i_o_addr_pc2driver <=i_o_addr_pc2driver;
           output_mem_addr <= output_mem_addr;
           output_mem_wdata <=  output_mem_wdata;
           if(mem_addr_risc2driver ==i_o_addr_pc2driver) begin 
           output_addr_data_pass <=1;
           end
           else begin 
            output_addr_data_pass <=0;
           end
           if(mem_wdata_risc2driver==i_o_wdata_pc2driver) begin
           output_write_data_pass <=1 ;
           end
           else begin 
           output_write_data_pass <=0 ;
           end 
           pc_instr <= pc_instr; 
           pc_valid <= pc_valid ; 
           end
    default: begin 
    chip_reset <= 0;
    mem_rdata <=0;
    mem_ready <=0 ;
    mem_addr_risc2driver <= 0;
    mem_wdata_risc2driver <=0;
    wstrb_risc2driver<=0; 
    mem_instr_risc2driver <=0; 
    pc_valid <= 1 ; 
    opcode_pc2driver <= 0 ;
    i_o_wdata_pc2driver <= 0 ;
    i_o_addr_pc2driver <= 0 ;
    output_mem_addr <= 0 ; 
    output_mem_wdata <= 0 ;
    output_addr_data_pass <= 0; 
    output_write_data_pass <=0;
    pc_instr <=0;
     output_wstrb <= 0;
            end
    endcase
    end
endmodule
==> design/flow/run.sh <==
#!/bin/bash
# OpenROAD 26Q1-2900-gdf79404cd8, Yosys 0.63+post, stock flow scripts
make -C /OpenROAD-flow-scripts/flow DESIGN_CONFIG=/design/flow/config.mk WORK_HOME=/design/flow/orfs finish
==> results.json <==
{
  "drt_iter0_markers": 217,
  "rsz0062_at_grt": "no",
  "vias": 5266,
  "fin_crit_ns": 3.440,
  "syn_to_final_growth_pct": 36.25,
  "drive_gt1_share_pct": 4.872,
  "dp_hpwl_microns": 11930,
  "clkSinkCount": 245,
  "grt_pass1_wl_microns": 28500,
  "vdd_drop_max_mv": 0.1452,
  "netlist_instances": 595,
  "ys_ff": 245,
  "r2r_setup_slack_ns": 6.08,
  "cp-endpoint": "chip_core[1]",
  "wire_per_inst_microns": 16.71,
  "drt-vias-per-instance": 4.805,
  "cts_resized": 0,
  "first_pass_iters": 4,
  "ys_types": 21,
  "power.leakage_nw": 4.962,
  "crit_required_ns": 6.88,
  "setup_viol": 0,
  "grt_start_max_net_pins": 62,
  "fin_skew_ns": 0.006922,
  "die_height_microns": 140.0,
  "place_area_sq_mm": 0.01220,
  "grt_antenna_before_repair": 1,
  "cts.path.max_buffers": 3,
  "grt_usage_pct": 20.91,
  "fmax_ghz": 0.2907,
  "antenna_left": 0,
  "ys_warn_count": 1,
  "cp.depth": 0,
  "synth-edff-count": 238,
  "gr-total-overflow": 0,
  "warnings": 27,
  "drt_wl_total_microns": 18310,
  "syn_area_per_cell_sq_um": 16.00,
  "regToRegEndpoint": "mem_wdata_risc2driver[28]",
  "final_area_sq_mm": 0.01297,
  "synth_area_sq_mm": 0.009523,
  "dieArea_sq_mm": 0.01960,
  "post_cts_buffers": 0,
  "arrival_ns": 1.72,
  "rows": 50,
  "diodes": 0,
  "start_kind": "input port",
  "crit_start": "core_sel[1]",
  "hold_buffers": 0,
  "run_status": "completed",
  "drv_slew": 0,
  "holdCritStartpoint": "next_state[2]",
  "flop_cell": "edfxtp_1",
  "worst-r2r-cell-count": 4,
  "drc": 0,
  "worstSetupPathType": "in -> out",
  "setup_tns_ns": 0,
  "core_area_sq_mm": 0.01871,
  "fp-utilization_pct": 50.91,
  "gp_congestion": 0.7920,
  "cts.clk_slew.worst_paths_ns": 0.05,
  "slew_headroom_pct": 46.06,
  "async_flop_share_pct": 0,
  "synth_chip_area_sq_mm": 0.009523,
  "cts_made_buffers": 26,
  "crit_fanout": 1,
  "final_hold_viol_count": 0,
  "worstMarginPinSlew_ns": 0.8072,
  "num_io_pins": 247,
  "hp-class": "reg -> reg",
  "maxCapViolCount": 0,
  "powerDensity_mw_per_mm2": 229.5,
  "cts_root_buf": "clkbuf_16",
  "ys_cells": 595,
  "cts_tree": "built",
  "grt_pass1_vias": 5425,
  "cts_htree_levels": 1,
  "cp-end-kind": "output port",
  "reg2reg_from": "state[0]",
  "period_used_pct": 40.00,
  "portBuffers": 241,
  "clkLatencyLatePin_ns": 0.51,
  "synth_seq_share_pct": 76.52,
  "die_w_microns": 140.0
}
[report_power, final]
part / internal [mW] / switching (mW)
logic: 0.228 / 0.162
registers: 1.52 / 0.0587
clock network: 0.601 / 0.412
[synth_stat cells, types with 3 or more instances]
library cell	number	area (sq um)
nand4_1	4	25.02
xnor2_1	6	52.55
clkbuf_1	24	90.09
nor2b_1	3	18.77
dfxtp_1	7	140.1
and2_1	234	1464
nor3_1	3	15.01
edfxtp_1	238	7147
xor2_1	43	376.6
nor4_1	13	81.33
nor2_1	8	30.03
[worst register-to-register path: cells and delay by family (launching register included)]
family	cells	cell delay (ns)
AND/OR/NAND/NOR	3	1.34
buffers and inverters	1	0.54
flip-flops	1	0.51
[registers in the layout, indices dropped and copies added (netlist names), 3 cells and up]
name / flops
state: 3
output_mem_wdata: 32
mem_rdata: 32
output_mem_addr: 16
next_state: 3
output_wstrb: 4
mem_wdata_risc2driver: 32
wstrb_risc2driver: 4
mem_addr_risc2driver: 16
i_o_wdata_pc2driver: 32
i_o_addr_pc2driver: 32
opcode_pc2driver: 32
[worst min-delay path by stage]
stage	to	slack, ns	depth (start not counted)
final	state[2]	0.45	1
after CTS	state[0]	0.45	1
after global routing	state[0]	0.46	1
[final cells by class]
cell class                 instances  area, sq um
fill                            1235         5731
sequential                       245         7287
timing repair buffer             248         2465
clock inverter                     9        61.31
clock buffer                      37        713.2
tap                              234        292.8
multi-input combinational        323         2156
[placed cells by master (no fill, tap or decap)]
cell             instances
clkbuf_1                10
xnor2_1                  6
and2_1                 234
clkinv_1                 7
nor4_1                  13
nand2_1                  1
nor3_1                   3
nor4_2                   1
or2_2                    1
nand3b_1                 1
clkinv_2                 1
buf_4                    7
nor2_4                   2
xor2_1                  43
nor2_1                   6
o22ai_1                  1
clkdlybuf4s50_1        241
clkbuf_16               27
nand3_1                  1
nand2b_4                 2
edfxtp_1               238
bufinv_16                1
nor2b_1                  3
dfxtp_1                  7
or3b_1                   1
nand4_1                  4
[stage by stage]
stage,power (mW),std cells,utilization [%],worst slack (ns),hold slack (ns)
detailed placement,1.997,1050,65.22,5.160,0.4260
global placement,1.986,1050,65.22,5.160,0.4182
floorplan,1.753,595,-,3.158,0.4138
CTS,3.018,1096,69.36,5.160,0.4525
finish,2.978,1096,69.36,5.160,0.4467
global route,3.106,1096,69.36,5.160,0.4585
[kinds of logic after synthesis]
kind of cell | count (synthesis) | synth area share, %
AND/OR/NAND/NOR | 273 | 17.75
flip-flops | 245 | 76.52
XOR/XNOR | 49 | 4.507
buffers and inverters | 27 | 1.156
AND-OR/OR-AND | 1 | 0.06574
[routing by layer]
metal / global-route usage [%] / vias to the layer above / wire (microns)
met5: 0 / - / 0
met4: 4.049 / 0 / 412
met3: 9.962 / 32 / 2238
met2: 29.66 / 205 / 8264
met1: 33.58 / 2460 / 7395
li1: - / 2569 / -
Power is estimated from default activity; no workload was simulated.
