==> flow/run.sh <==
#!/bin/bash
# OpenROAD 26Q1-2900-gdf79404cd8, Yosys 0.63+post, stock flow scripts
make -C /OpenROAD-flow-scripts/flow DESIGN_CONFIG=/design/flow/config.mk WORK_HOME=/design/flow/orfs finish
==> flow/config.mk <==
export PLATFORM = sky130hd
export DESIGN_NAME = monitor
export DESIGN_NICKNAME = monitor
export VERILOG_FILES = /design/flow/design.v
export SDC_FILE = /design/flow/constraint.sdc
export NUM_CORES = 4
export LEC_CHECK = 1
export CORE_AREA = 10 10 103 103
export DIE_AREA = 0 0 113 113
==> flow/constraint.sdc <==
current_design monitor

set clk_period 7.3
set clk_io_pct 0.2

create_clock -name clk0 -period $clk_period [get_ports {clk}]

set non_clock_inputs [all_inputs -no_clocks]
set_input_delay [expr $clk_period * $clk_io_pct] -clock clk0 $non_clock_inputs
set_output_delay [expr $clk_period * $clk_io_pct] -clock clk0 [all_outputs]
==> flow/design.v <==
`timescale 1ns / 1ps
module monitor( input write_address_pass , input write_data_pass,
output reg [31:0] instruction_count , input clk, input reset
    );
    always@(posedge clk) begin 
    if(reset) begin 
    instruction_count <= 0 ;
    end
    else if(write_address_pass && write_data_pass) begin 
    instruction_count <= instruction_count +1 ; 
    end
    end
endmodule
==> Slide: Implementation Results <==
Implementation Results

Detailed routing
  – Total wire length: 4177 um
  – ANT nets after route: 0
  – Drt drc: 0
  – Drt via density: 4.428
  – Drt pass-1 iters: 4
  – Wirelength per Cell: 13.05 um
  – Detailed Route Iter0 Violations: about 88
  – N_diodes: 0
  – Vias post-DR: 1417

Clocking
  – H-tree levels: 2
  – CTS clock-pin slew for the worst setup and hold paths: ~70 ps
  – CTS Hold Bufs: 0
  – CTS sink cnt: 32
  – Clk latency late pin: approximately 280 ps
  – Post-CTS Setup Bufs: 0
  – Root buf cell: clkbuf_8
  – Total CTS buffers: 5
  – CTS Buffer Depth: 2
  – CTS tree: built
  – Resized cells post-CTS: 0

GRT
  – Overflow after GRT: 0
  – Vias in the first global route: 1347
  – Largest net degree at the start of global routing: 38
  – All-Layer GR Usage: under 10%
  – Initial antenna violation count: 0
  – First-pass GRT wire length: about 7000 um

Die
  – Die X: ~110 um
  – IO Count: 36
  – Core Rows: 33
  – Die ar.: around 13000 um2
  – Die H: 113 um
  – Core area: between 8000 and 9000 um2
  – Core Util at FP: 18.68%

Logic synthesis
  – Yosys Warn Count: 1
  – Synth Cell Area: around 1600 um2
  – Cell area leaders: dfxtp_1 (41%), or4_1 (5.3%), a21oi_1 (5.2%)
  – Area leader, netlist: dfxtp_1
  – Sequential-to-total area share from yosys stat: between 40% and 50%
  – Most common cell in the netlist: dfxtp_1
  – Seq cells post-synth: 32
  – FFs w/ async S/R, synth: 0%
  – Top post-synthesis cells by count: dfxtp_1 (32), nor2_1 (17), a21oi_1 (16)
  – YS chip area: approximately 1600 um2
  – Ys flop type: dfxtp_1
  – EDFF count, synth: 0
  – Mapped Avg Cell Area: about 8.5 um2
  – Max-area cell share: about two fifths
  – Distinct lib cells: 29
  – Mapped Cells: ~180
  – Ys cells: between 150 and 200

Power and ir drop
  – Overall Power: about 350 uW
  – Max IR drop VDD: between 70 and 80 uV
  – Internal power: about 280 uW
  – Sw Share: between 20% and 30%
  – Flop pwr share: about half
  – Part of the power in the clock network: between 40 and 50%
  – LEAKAGE: approximately 0.00062 uW
  – PwrDens: about 170 nW/um2
  – Psw: about 70 uW
  – Comb power frac: under 10%

Final timing
  – Worst Tran Pin Value: about 600 ps
  – Slew margin rel.: roughly three fifths
  – Max frequency: a little under 0.3 GHz
  – Setup_tns: 0 ps
  – Final Cycle Share: between 40% and 50%
  – Final-report hold violation count: 0
  – Pins Over Slew Limit: 0
  – Min Tclk post-route: approximately 3400 ps
  – Worst-case clock skew: between 5 and 6 ps
  – Final Hold Slack: 505.0 ps
  – Setup violators final: 0
  – RSZ-0062 raised after global routing: false

Critical path
  – CP required: about 7500 ps
  – RR Startpoint: instruction_count[0]$_SDFFE_PP0P_
  – Flop2flop setup slack: a little over 5000 ps
  – Arrival time of the worst setup path: roughly 3600 ps
  – Reg2Reg Depth: 5
  – Peak fanout along the critical path: 16
  – RR Endpoint: instruction_count[28]$_SDFFE_PP0P_
  – Crit end category: flip-flop
  – Startpoint Class: input pin
  – WS Path Type: in2reg

Placement
  – Port buffer count: 35
  – Number of cells in the design after placement: 312
  – Detailed placer's ending HPWL: around 3000 um
  – GPL Wtd Cong: about 0.75

Min path
  – Worst hold stages: 2
  – Worst min path class: reg2reg
  – Hold path startpoint: instruction_count[1]$_SDFFE_PP0P_
  – Hold Path End: instruction_count[1]$_SDFFE_PP0P_

Layout
  – Most flops, register: instruction_count
  – Top flop regs: instruction_count x32
  – Area grow syn2layout: 34.46%
  – Layout cells sized above 1: 6.977%
  – Non-Filler Instances: between 300 and 400
  – Max reg flops: 32
  – Final core occ: between 20% and 30%

Flow run
  – Log Warnings: 25
  – Max Cap Violations: 0

Run status
  – Outcome: finished clean
-- cell type report --
| class | instances | area, um2 |
|---|---|---|
| Clock buffer | 6 | 72.57 |
| Clock inverter | 2 | 35.03 |
| Fill cell | 883 | 6215 |
| Inverter | 5 | 18.77 |
| Multi-Input combinational cell | 134 | 828.3 |
| Sequential cell | 32 | 640.6 |
| Tap cell | 105 | 131.4 |
| Timing Repair Buffer | 36 | 357.8 |
-- cells by family after synthesis --
group | share of synthesized area, %
compound gates | 11.62
xor+xnor | 6.215
flops | 41.32
buf+inv | 5.246
simple gates | 31.15
fa+ha+maj | 0.8070
mux | 3.632
-- worst max-delay path, stage by stage --
cell,delay (ps)
clkdlybuf4s50_1,550
nand3_1,190
or3_1,620
nor4_1,380
mux2_2,370
-- routing by layer --
metal	global-route usage, %	vias to the layer above	part of all wire [%]
li1	-	732	-
met1	8.758	658	48
met4	0.7614	0	0.67
met3	2.137	2	5.6
met5	0	-	0
met2	10.29	25	46
-- layout by cell type (no fill, tap or decap), drive strengths merged, types with 2 or more instances in the layout --
cell type,count
a21oi,16
clkbuf,6
clkdlybuf4s50,35
o21ai,5
and4,3
or4,11
dfxtp,32
nand2,11
nor3,2
xnor2,9
and3,4
inv,5
nor4,8
or3,7
o31ai,10
nand3,14
nor2,17
xor2,2
nor2b,5
nand4,3
mux2,5
-- power groups by stage --
stage	Sequential [uW]	Combinational, uW	Clock, uW
after CTS	176	9.30	172
after global routing	176	10.2	179
final	176	9.08	167
-- stage by stage --
step | setup slack [ps] | cell area, um2
2_1_floorplan | 4466 | 1550
3_3_place_gp | 3635 | 1977
3_5_place_dp | 3596 | 1977
4_1_cts | 3878 | 2085
5_1_grt | 3714 | 2085
6_report | 3888 | 2085
-- worst max path at each step --
stage / from / to / slack [ps]
CTS: write_data_pass / instruction_count[28]$_SDFFE_PP0P_ / 3880
global route: write_data_pass / instruction_count[28]$_SDFFE_PP0P_ / 3710
finish: write_address_pass / instruction_count[28]$_SDFFE_PP0P_ / 3890
Power figures rest on the tool's default switching activity, not on a simulated workload.
